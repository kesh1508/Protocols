**flow/config.mk**
```make
export PLATFORM = sky130hd
export DESIGN_NAME = spi_interface
export DESIGN_NICKNAME = spi_interface
export VERILOG_FILES = /design/flow/design.v
export SDC_FILE = /design/flow/constraint.sdc
export NUM_CORES = 4
export LEC_CHECK = 1
export CORE_UTILIZATION = 40
```
**flow/design.v**
```verilog
module spi_interface(
		send_data, 
		begin_transmission,
		slave_select,
		miso,
		clk,
		rst,
		recieved_data,
		end_transmission,
		mosi,
		sclk
);
			input [7:0]      send_data;
			input            begin_transmission;
			input            slave_select;
			input            miso;
			input            clk;
			input            rst;
			output [7:0]     recieved_data;
			output           end_transmission;
			output           mosi;
			output           sclk;
			reg [7:0]        recieved_data;
			reg              end_transmission;
			reg              mosi;
			parameter [11:0] SPI_CLK_COUNT_MAX = 12'hFFF;
			reg [11:0]       spi_clk_count;
			reg              sclk_buffer;
			reg              sclk_previous;
			parameter [3:0]  RX_COUNT_MAX = 4'h8;
			reg [3:0]        rx_count;
			reg [7:0]        shift_register;
			parameter [1:0]  RxTxTYPE_idle = 0,
								  RxTxTYPE_rx_tx = 1,
								  RxTxTYPE_hold = 2;
			reg [1:0]        RxTxSTATE;
			always @(posedge clk)
			begin: tx_rx_process
				begin
					if (rst == 1'b1)
					begin
						mosi <= 1'b1;
						RxTxSTATE <= RxTxTYPE_idle;
						recieved_data <= {8{1'b0}};
						shift_register <= {8{1'b0}};
					end
					else
						case (RxTxSTATE)
							RxTxTYPE_idle :
								begin
									end_transmission <= 1'b0;
									if (begin_transmission == 1'b1)
									begin
										RxTxSTATE <= RxTxTYPE_rx_tx;
										rx_count <= {4{1'b0}};
										shift_register <= send_data;
									end
								end
							RxTxTYPE_rx_tx :
								if (rx_count < RX_COUNT_MAX)
								begin
									if (sclk_previous == 1'b1 & sclk_buffer == 1'b0)
										mosi <= shift_register[7];
									else if (sclk_previous == 1'b0 & sclk_buffer == 1'b1)
									begin
										shift_register[7:1] <= shift_register[6:0];
										shift_register[0] <= miso;
										rx_count <= rx_count + 1'b1;
									end
								end
								else
								begin
									RxTxSTATE <= RxTxTYPE_hold;
									end_transmission <= 1'b1;
									recieved_data <= shift_register;
								end
							RxTxTYPE_hold :
								begin
									end_transmission <= 1'b0;
									if (slave_select == 1'b1)
									begin
										mosi <= 1'b1;
										RxTxSTATE <= RxTxTYPE_idle;
									end
									else if (begin_transmission == 1'b1)
									begin
										RxTxSTATE <= RxTxTYPE_rx_tx;
										rx_count <= {4{1'b0}};
										shift_register <= send_data;
									end
								end
						endcase
				end
			end
			always @(posedge clk)
			begin: spi_clk_generation
				begin
					if (rst == 1'b1)
					begin
						sclk_previous <= 1'b1;
						sclk_buffer <= 1'b1;
						spi_clk_count <= {12{1'b0}};
					end
					else if (RxTxSTATE == RxTxTYPE_rx_tx)
					begin
						if (spi_clk_count == SPI_CLK_COUNT_MAX)
						begin
							sclk_buffer <= (~sclk_buffer);
							spi_clk_count <= {12{1'b0}};
						end
						else
						begin
							sclk_previous <= sclk_buffer;
							spi_clk_count <= spi_clk_count + 1'b1;
						end
					end
					else
						sclk_previous <= 1'b1;
				end
			end
			assign sclk = sclk_previous;
endmodule
```
**flow/run.sh**
```bash
#!/bin/bash
# OpenROAD 26Q1-2900-gdf79404cd8, Yosys 0.63+post, stock flow scripts
make -C /OpenROAD-flow-scripts/flow DESIGN_CONFIG=/design/flow/config.mk WORK_HOME=/design/flow/orfs finish
```
**flow/constraint.sdc**
```tcl
current_design spi_interface

set clk_period 4.7
set clk_io_pct 0.2

create_clock -name clk0 -period $clk_period [get_ports {clk}]

set non_clock_inputs [all_inputs -no_clocks]
set_input_delay [expr $clk_period * $clk_io_pct] -clock clk0 $non_clock_inputs
set_output_delay [expr $clk_period * $clk_io_pct] -clock clk0 [all_outputs]
```
==> deck_impl_summary.md <==
Key Metrics from the Run

Outcome
  – Outcome: complete, no violations

Min path
  – Min-Delay Startpoint: recieved_data[7]
  – Worst hold path type: reg2reg
  – Worst hold stages: 2
  – Hold Crit Endpoint: recieved_data[7]

Place
  – Post-place setup slack: ~1.9 ns
  – Gpl congestion: between 0.7 and 0.8
  – Placed Area: approximately 2000 µm²
  – Inst Count DP: about 240
  – DP Wirelength: about 2300 µm
  – Port Buf Inserts: 23

Synth
  – Synth top area share: around two fifths
  – # Cells Yosys: between 150 and 200
  – Post-synthesis cell count: 181
  – Post-synthesis async set-or-reset flop share: 0%
  – Synthesized cell area: roughly 1700 µm²
  – Most common cell in the netlist: dfxtp_1
  – Register share after synthesis: approximately 48%
  – Main flop type: dfxtp_1
  – Area leader, netlist: dfxtp_1
  – Cell Type Count: 34
  – Synth top cells by count: dfxtp_1 (34), a21oi_1 (20), nand2_1 (18), nor2_1 (13), nand3_1 (12)
  – Synthesis Warnings: 1
  – Post-Syn Area per Cell: about 9.5 µm²
  – Synth area leaders: dfxtp_1 (40%), edfxtp_1 (8.7%), a21oi_1 (5.8%), xor2_1 (5.6%), mux2i_1 (4.7%)
  – Number of enable flip-flop cells: 5
  – Yosys chip area: between 1500 and 2000 µm²
  – #FFs+latches synth: 39

Floorplan
  – Core area: ~4100 µm²
  – Fp util: ~42%
  – Chip Width: between 60 and 70 µm
  – Row count: 23
  – I/O pins: 24
  – Die footprint: 4561 µm²
  – Die height: just under 70 µm

Timing
  – Hold Slack: between 0.4 and 0.5 ns
  – Final WS setup: 2.160 ns
  – Maximum clock frequency: 393.7 MHz
  – Worst clock skew: between 0.005 and 0.006 ns
  – Post-layout minimum cycle time: ~2.5 ns
  – Unrepaired setup endpoints after global routing: no
  – Number of setup violations in the final report: 0
  – Final Hold Viols: 0
  – Slew margin rel.: between 50% and 60%
  – Worst-Margin Slew: around 0.65 ns
  – Cycle use final: ~54%
  – Post-route setup TNS: 0 ns
  – Final-report max-slew violation count: 0

CTS
  – Clock Tree Root: clkbuf_8
  – Hold-fix buffers, CTS: 0
  – Reg clk slew, reported paths: roughly 0.080 ns
  – Clock H-tree levels: 2
  – CTS tree: done
  – Total CTS buffers: 5
  – Clock sink count: 39
  – Post-CTS sizing: 0
  – Longest Clk Path Bufs: 2
  – Worst-skew pair later-pin latency: between 0.2 and 0.3 ns
  – Setup Fix Bufs, Post-CTS: 0

Routing
  – Iteration-0 DRC Markers: 64
  – DRT Wirelength: around 3400 µm
  – Remaining routing DRC violations: 0
  – Drt via density: about 5.3
  – Via count: 1332
  – Antenna Cells: 0
  – Avg WL per Cell: between 10 and 15 µm
  – Routed Antenna Nets: 0
  – TritonRoute pass-1 iters: 3

Cells and area
  – Synthesis-to-layout area growth: 21.41%
  – Final instance area: between 2000 and 2500 µm²
  – Finished Layout Cells: approximately 250
  – Fraction of layout cells with a size suffix above 1: between 7 and 8%
  – Post-layout util: around half

Power and ir drop
  – VDD IR-drop max: around 0.00019 V
  – Cell Int Power: roughly 0.55 mW
  – Overall Power: just over 0.7 mW
  – Leak pwr: between 0.7 and 0.8 nW
  – Clk pwr share: between 40% and 50%
  – Net Sw Frac: approximately 22%
  – Reg power frac: 50.8%
  – Logic pwr share: about 9.0%
  – Pwr Density: between 300 and 400 nW/µm²
  – Sw Pwr: 0.1561 mW

Job
  – Tool warnings: 25
  – Max Cap Viol: 0

Global routing
  – Global Route Usage Sum: approximately 17%
  – Vias in the first global route: roughly 1200
  – Largest net degree at the start of global routing: 29
  – Antenna violations before repair: 0
  – Total grt overflow: 0
  – First-pass GRT wire length: 5809 µm

Setup path
  – CP Max Fanout: 17
  – Setup slack, reg-to-reg: 2.81 ns
  – Crit. End Element: flip-flop
  – Worst EP arrival: about 2.5 ns
  – FF-to-FF path depth: 3
  – Critical Path Source Type: input pin
  – Reg-to-reg startpoint: rx_count[3]
  – CP required: approximately 4.7 ns
  – Reg2Reg Capture Point: rx_count[2]
  – Setup CP Type: in2reg
[cell usage in the layout (no fill, tap or decap), types with 2 or more instances in the layout]
cell type	instances
ha_1	2
buf_4	2
xnor2_1	2
nand3_1	12
nand2b_1	4
and4_1	3
and2_1	4
clkdlybuf4s50_1	23
a311oi_1	7
nand2_1	18
edfxtp_1	5
mux2i_1	8
nand4_1	6
nor2_1	13
o21ai_0	2
inv_1	2
xor2_1	11
and3_1	3
a21oi_1	20
dfxtp_1	34
clkbuf_8	6
[per-layer routing]
layer / wire, µm / track usage [%] / vias up
li1: - / - / 684
met2: 1497 / 26.49 / 28
met4: 55 / 2.660 / 0
met3: 151 / 3.425 / 7
met5: 0 / 0 / -
met1: 1695 / 27.04 / 613
[power groups by stage]
stage / clock [mW] / combinational (mW) / sequential (mW)
6_report: 0.286 / 0.0638 / 0.361
5_1_grt: 0.312 / 0.0710 / 0.363
4_1_cts: 0.293 / 0.0642 / 0.361
[flip-flops by register name, summed over array words and instances, names as in the netlist]
name and count:
spi_clk_count 12, recieved_data 8, shift_register 8, rx_count 4, RxTxSTATE 3, end_transmission 1, mosi 1, sclk_buffer 1
sclk_previous 1
[cell families after synthesis]
group	Yosys count	synth area share, %
buffers and inverters	16	4.224
AOI/OAI and AO/OA	36	15.00
muxes	8	4.662
adders and majority gates	2	1.456
and+or+nand+nor	67	19.67
DFF	39	48.36
xor gates and xnor gates	13	6.628
[worst max-delay path by stage]
stage                 startpoint          end  slack [ns]
CTS           begin_transmission  rx_count[0]        2.17
global route  begin_transmission  rx_count[1]        2.06
finish        begin_transmission  rx_count[2]        2.16
[cell type report]
class | count | area [µm²]
Tap cell | 50 | 62.56
Sequential cell | 39 | 830.8
Timing Repair Buffer | 25 | 245.2
Inverter | 4 | 15.01
Clock buffer | 6 | 82.58
Fill cell | 368 | 1972
Multi-Input combinational cell | 126 | 814.5
Clock inverter | 2 | 35.03
[critical path: stages]
cell,delay [ns]
clkdlybuf4s50_1,0.50
clkinv_1,0.13
o32ai_4,0.62
and3_1,0.34
Power is estimated from default activity; no workload was simulated.
